==> flow/design.v <==
`timescale 1ns / 1ps
module fifo
    #(parameter ADDR_WIDTH =3, DATA_WIDTH = 8)              
    (
        input logic clk, reset,
        input logic wr, rd,
        input logic [(2*DATA_WIDTH) - 1: 0] w_data,                          
        output logic [DATA_WIDTH - 1: 0] r_data,
        output logic full, empty
    );
    logic [ADDR_WIDTH - 1: 0] w_addr, r_addr;
    reg_file #(.ADDR_WIDTH(ADDR_WIDTH), .DATA_WIDTH(DATA_WIDTH))
        r_file_unit (.w_en( wr & ~full), .*);
    fifo_ctrl #(.ADDR_WIDTH(ADDR_WIDTH))
        ctrl_unit (.*);                    
endmodule
`timescale 1ns / 1ps
module fifo_ctrl
    #(parameter ADDR_WIDTH = 3)                        
    (
        input logic clk, reset,
        input logic wr, rd,
        output logic full, empty,
        output logic [ADDR_WIDTH - 1: 0] w_addr,
        output logic [ADDR_WIDTH - 1: 0] r_addr
    );
    logic [ADDR_WIDTH - 1: 0] wr_ptr, wr_ptr_next;
    logic [ADDR_WIDTH - 1: 0] rd_ptr, rd_ptr_next;
    logic full_next;
    logic empty_next;
    always_ff @(posedge clk, posedge reset)
    begin
        if(reset)
        begin
            wr_ptr <= 0;
            rd_ptr <= 0;
            full <= 1'b0;
            empty <= 1'b1;
        end
        else
        begin
            wr_ptr <= wr_ptr_next;                  
            rd_ptr <= rd_ptr_next;
            full <= full_next;
            empty <= empty_next;
        end
    end
    always_comb
    begin
        wr_ptr_next = wr_ptr;
        rd_ptr_next = rd_ptr;
        full_next = full;
        empty_next = empty;
        unique case({wr, rd})
            2'b01:  
            begin
                if (~empty)
                begin
                    rd_ptr_next = rd_ptr + 1;
                    full_next = 1'b0;
                    if (rd_ptr_next == wr_ptr - 1 )       
                        empty_next = 1'b1;                    
                end                
            end
            2'b10:  
            begin
                if (~full)
                begin                                                                      
                    wr_ptr_next = wr_ptr + 2;                                 
                    empty_next = 1'b0;                                            
                    if (wr_ptr_next == rd_ptr+1)                   
                        full_next = 1'b1;
                end
            end
            2'b11:  
            begin
                if (empty)
                begin
                    wr_ptr_next = wr_ptr + 2;                                   
                    rd_ptr_next = rd_ptr + 1;  
                    empty_next = 1'b0;                                              
                end                                                                          
                else
                begin
                    wr_ptr_next = wr_ptr + 2;                                   
                    rd_ptr_next = rd_ptr + 1;
                end
            end
            default: ;  
        endcase       
    end
    assign w_addr = wr_ptr;
    assign r_addr = rd_ptr;
endmodule
`timescale 1ns / 1ps
module reg_file
    #(parameter ADDR_WIDTH = 3, DATA_WIDTH = 8)             
    (                                                                                                     
        input logic clk,
        input logic w_en,
        input logic [ADDR_WIDTH - 1: 0] r_addr,  
        input logic [ADDR_WIDTH - 1: 0] w_addr,  
        input logic [(2*DATA_WIDTH) - 1: 0] w_data,                          
        output logic [DATA_WIDTH - 1: 0] r_data
    );
    logic [DATA_WIDTH - 1: 0] memory [0: 2 ** ADDR_WIDTH - 1];    
    logic [DATA_WIDTH - 1: 0] high_byte_data;                                
    logic [DATA_WIDTH - 1: 0] low_byte_data;                                 
    assign {high_byte_data, low_byte_data} = w_data;                       
    always_ff @(posedge clk)
    begin
        if (w_en)
        begin
            memory[w_addr] <= low_byte_data;                                     
            memory[w_addr + 1] <= high_byte_data;                             
        end
    end
    assign r_data = memory[r_addr];          
endmodule
==> flow/run.sh <==
#!/bin/bash
# OpenROAD 26Q1-2900-gdf79404cd8, Yosys 0.63+post, stock flow scripts
make -C /OpenROAD-flow-scripts/flow DESIGN_CONFIG=/design/flow/config.mk WORK_HOME=/design/flow/orfs finish
==> flow/config.mk <==
export PLATFORM = sky130hd
export DESIGN_NAME = fifo
export DESIGN_NICKNAME = fifo
export VERILOG_FILES = /design/flow/design.v
export SDC_FILE = /design/flow/constraint.sdc
export NUM_CORES = 4
export LEC_CHECK = 1
export CORE_UTILIZATION = 40
==> flow/constraint.sdc <==
current_design fifo

set clk_period 3.4
set clk_io_pct 0.2

create_clock -name clk0 -period $clk_period [get_ports {clk}]

set non_clock_inputs [all_inputs -no_clocks]
set_input_delay [expr $clk_period * $clk_io_pct] -clock clk0 $non_clock_inputs
set_output_delay [expr $clk_period * $clk_io_pct] -clock clk0 [all_outputs]
==> GITHUB_STEP_SUMMARY <==
## Implementation flow summary

| Metric | Value |
|---|---|
| Outcome | finished, final reports clean |
| Post-layout worst setup margin | 0.4516 ns |
| Number of unique standard cell types used by synthesis | 25 |
| Setup violation total in the final timing report | 0 |
| Floorplan utilization | 0.4213 |
| Clock transition at the registers of the reported paths | 0.08 ns |
| Sum of negative setup slack | 0 ns |
| Max Buffers Root-to-Sink | 2 |
| Class of the worst hold path | flip-flop to flip-flop |
| Layout cells sized above 1 | 0.2123 |
| Clk ins delay skew pair | 0.33 ns |
| Maximum number of pins on one net before global-route repair | 20 |
| Upper clock frequency limit | 339.2 MHz |
| Routability Congestion | 0.7952 |
| Chip footprint | 0.007659 mm² |
| Share of total power in combinational logic | 0.332 |
| Total wire length | 4442 µm |
| Areal power density over the cells | 814.9 mW/mm² |
| Die height | 87.52 µm |
| Arrival time reported for the critical path endpoint | 2.27 ns |
| Area of the synthesized netlist per yosys stat | 0.002925 mm² |
| Max FO, Critical Path | 19 |
| Setup Fix Bufs, Post-CTS | 0 |
| Cells along the critical path | mux4_1 -> mux2_2 -> clkdlybuf4s50_1 |
| Wire length of the first global-routing pass | 7196 µm |
| Clock skew | 0.008970 ns |
| Post-synthesis instance total | 133 |
| Critical Path Slowest Stage Cell | sky130_fd_sc_hd__dfrtp_1 |
| Share of power burned in registers | 0.449 |
| Most area-hungry cell type in the Yosys netlist | sky130_fd_sc_hd__edfxtp_1 |
| # hold bufs at CTS | 0 |
| Clock tree from TritonCTS | done |
| Data required time at the worst endpoint | 2.72 ns |
| Final ANT Viol Nets | 0 |
| Launching element type of the critical path | flip-flop |
| Number of antenna violations at the first check in global routing | 0 |
| Global-route usage over all layers | 0.1388 |
| Share of synthesized area occupied by flip-flops and latches | 0.7173 |
| Number of cell rows | 30 |
| Detail-routed net length per standard cell | 16.15 µm |
| Count of clock tree sinks | 71 |
| Post-cts resize count | 0 |
| Via count of the first global-routing pass | 1528 |
| Final hold violation count | 0 |
| Clock tree root driver cell | sky130_fd_sc_hd__clkbuf_8 |
| Post-synthesis cell count from yosys | 133 |
| Detailed Place HPWL | 2903 µm |
| Starting DRT DRC Count | 66 |
| Layout overhead on the synthesized area | 20.44% |
| Leftover overflow at the end of global routing | 0 |
| Leakage power | 0.001235 µW |
| Internal cell power | 2125 µW |
| Count of maximum capacitance violations | 0 |
| Worst vdd ir | 0.0003435 V |
| Net switching power of the design | 746.7 µW |
| Vias | 1366 |
| RSZ-0062 raised after global routing | no |
| Cell Area, Synth | 0.002925 mm² |
| Remaining max-slew budget at the tightest pin | 0.4978 |
| Tally of filler cells in the layout | 553 |
| Count of inserted antenna diode cells | 0 |
| Largest cells by area after synthesis | sky130_fd_sc_hd__edfxtp_1, sky130_fd_sc_hd__mux4_1, sky130_fd_sc_hd__mux4_2 |
| Post-place setup slack | 0.7768 ns |
| Number of vias per cell after detailed routing | 4.967 |
| Top-Level Pins | 30 |
| Number of pins with negative max-slew slack in the final report | 0 |
| Number of storage elements in the synthesis netlist | 71 |
| Slowest Stage Delay on Critical Path | 0.84 ns |
| Core Area | 0.006944 mm² |
| Number of warnings the tools reported | 29 |
| Type of destination of the critical path | output port |
| Slew of the pin with the lowest slew margin | 0.7533 ns |
| Post-layout minimum cycle time | 2.948 ns |
| Port Buf Inserts | 29 |
| First-pass iteration count of the detailed router | 4 |
| Area leader share | 0.6570 |
| Post-synthesis average cell area | 21.99 µm² |
| CTS Buf Count | 9 |
| DRC violation count after routing | 0 |
| Switching fraction of total power | 0.2600 |
| Crit Path Class | flip-flop to output port |
| Yosys warning count | 2 |
| Die extent in x | 87.52 µm |
| Share of the clock period used by the worst path after layout | 0.8672 |
| Maximum level of the CTS H-tree | 3 |
| Clock share of power | 0.220 |
cells in the final DEF (no fill, tap or decap):
cell type / n
sky130_fd_sc_hd__o32ai_1: 1
sky130_fd_sc_hd__nand4_1: 1
sky130_fd_sc_hd__o21ai_0: 2
sky130_fd_sc_hd__clkinv_4: 2
sky130_fd_sc_hd__inv_1: 5
sky130_fd_sc_hd__a21boi_0: 1
sky130_fd_sc_hd__ha_1: 6
sky130_fd_sc_hd__clkbuf_8: 9
sky130_fd_sc_hd__xnor2_1: 3
sky130_fd_sc_hd__dfstp_2: 1
sky130_fd_sc_hd__dfrtp_1: 6
sky130_fd_sc_hd__mux2_4: 7
sky130_fd_sc_hd__mux2_2: 3
sky130_fd_sc_hd__nand2_1: 1
sky130_fd_sc_hd__nand3_1: 1
sky130_fd_sc_hd__nor3b_1: 2
sky130_fd_sc_hd__edfxtp_1: 64
sky130_fd_sc_hd__clkinv_1: 1
sky130_fd_sc_hd__mux4_1: 9
sky130_fd_sc_hd__clkinv_2: 2
sky130_fd_sc_hd__bufinv_16: 1
sky130_fd_sc_hd__o211ai_1: 1
sky130_fd_sc_hd__clkbuf_1: 1
sky130_fd_sc_hd__xor2_1: 1
sky130_fd_sc_hd__xor3_1: 1
sky130_fd_sc_hd__and2_1: 4
sky130_fd_sc_hd__mux4_2: 7
sky130_fd_sc_hd__clkdlybuf4s50_1: 29
sky130_fd_sc_hd__nor2b_1: 1
sky130_fd_sc_hd__buf_4: 6
final timing paths:
kind                            slack (ns)  cells past startpoint                       startpoint                               to
worst max-delay path                  0.45                      3  ctrl_unit.rd_ptr[1]$_DFFE_PP0P_                        r_data[7]
worst min-delay path                  0.53                      2      ctrl_unit.empty$_DFFE_PP1P_      ctrl_unit.empty$_DFFE_PP1P_
worst max register to register        1.58                      4  ctrl_unit.rd_ptr[1]$_DFFE_PP0P_       ctrl_unit.full$_DFFE_PP0P_
worst min register to register        0.53                      2      ctrl_unit.empty$_DFFE_PP1P_      ctrl_unit.empty$_DFFE_PP1P_
max in group asynchronous             2.57                      2                            reset      ctrl_unit.empty$_DFFE_PP1P_
min in group asynchronous             0.56                      2                            reset  ctrl_unit.wr_ptr[1]$_DFFE_PP0P_
per-layer routing:
| layer | vias to the layer above | GRT usage | share of wire |
|---|---|---|---|
| met2 | 67 | 0.2045 | 0.47 |
| li1 | 631 | - | - |
| met1 | 656 | 0.1944 | 0.39 |
| met4 | 0 | 0.02832 | 0.027 |
| met3 | 12 | 0.08269 | 0.11 |
| met5 | - | 0 | 0 |
state kept, by name, indices dropped and copies added, names as in the netlist:
signal and cells:
r_file_unit.memory 64, ctrl_unit.rd_ptr 3, ctrl_unit.wr_ptr 2, ctrl_unit.empty 1
ctrl_unit.full 1
through the flow:
| stage | area (µm²) | utilization | instances | total power, µW | hold WS (ns) |
|---|---|---|---|---|---|
| after CTS | 3523 | 0.5074 | 275 | 2923 | 0.5335 |
| after global placement | 3334 | 0.4802 | 259 | 2261 | 0.5230 |
| after global routing | 3523 | 0.5074 | 275 | 3057 | 0.5902 |
| after floorplan | 2925 | - | 133 | 1929 | 0.4827 |
| after detailed placement | 3334 | 0.4802 | 259 | 2289 | 0.5189 |
| final | 3523 | 0.5074 | 275 | 2871 | 0.5324 |
critical path: cells and delay by family, from the launching register on:
family                 cells  cell delay [ns]
multiplexers               2             0.68
buffers and inverters      1             0.42
flip-flops                 1             0.84
final cells by class:
cell class,count,area [µm²],area share
clock buffers,10,127.6,0.03622
clock inverters,6,61.31,0.01740
inverters,5,18.77,0.005327
multi-input cells,52,762.0,0.2163
flip-flops and latches,71,2098,0.5955
well taps,96,120.1,0.03409
repair buffers,35,335.3,0.09517
cell families (layout without fill, tap and decap cells):
logic type | count (synthesis) | after routing | share of synthesized area
compound gates | 5 | 5 | 0.01155
xor+xnor | 5 | 5 | 0.02010
fa+ha+maj | 6 | 6 | 0.02566
buf+inv | 10 | 56 | 0.02224
flops | 71 | 71 | 0.7173
mux | 26 | 26 | 0.1822
simple gates | 10 | 10 | 0.02096
Yosys cell counts (all sizes together):
library cell  instances
edfxtp               64
mux4                 16
mux2                 10
dfrtp                 6
ha                    6
buf                   5
inv                   5
and2                  4
xnor2                 3
nor3b                 2
o21ai                 2
a21boi                1
dfstp                 1
nand2                 1
nand3                 1
nand4                 1
nor2b                 1
o211ai                1
o32ai                 1
xor2                  1
xor3                  1
power groups by stage:
stage / clock network [µW] / registers, µW / logic (µW)
5_1_grt: 681 / 1320 / 1060
6_report: 631 / 1290 / 952
4_1_cts: 651 / 1300 / 975
No activity file was given, so power comes from the tool's default toggle rates.
